<file path="design/flow/config.mk">
export PLATFORM = sky130hd
export DESIGN_NAME = fifo_memory
export DESIGN_NICKNAME = fifo_memory
export VERILOG_FILES = /design/flow/design.v
export SDC_FILE = /design/flow/constraint.sdc
export NUM_CORES = 4
export LEC_CHECK = 1
export CORE_UTILIZATION = 40
</file>
<file path="design/flow/constraint.sdc">
current_design fifo_memory

set clk_period 55.2
set clk_io_pct 0.2

create_clock -name clk0 -period $clk_period [get_ports {clk}]

set non_clock_inputs [all_inputs -no_clocks]
set_input_delay [expr $clk_period * $clk_io_pct] -clock clk0 $non_clock_inputs
set_output_delay [expr $clk_period * $clk_io_pct] -clock clk0 [all_outputs]
</file>
<file path="design/flow/design.v">
`timescale 1ns / 1ps
package opcodes;
    localparam LUI_OP    = 7'b0110111;
    localparam AUIPC_OP  = 7'b0010111;
    localparam JAL_OP    = 7'b1101111;
    localparam JALR_OP   = 7'b1100111;
    localparam BRANCH_OP = 7'b1100011;
    localparam LOAD_OP   = 7'b0000011;
    localparam STORE_OP  = 7'b0100011;
    localparam IRI_OP    = 7'b0010011;
    localparam IRR_OP    = 7'b0110011;
    localparam BEQ = 3'b000;
    localparam BNE = 3'b001;
    localparam BLT = 3'b100;
    localparam BGE = 3'b101;
    localparam BLTU = 3'b110;
    localparam BGEU = 3'b111;
    localparam LS_BYTE = 3'b000;
    localparam LS_HALF = 3'b001;
    localparam LS_WORD = 3'b010;
    localparam LS_UBYTE = 3'b100;
    localparam LS_UHALF = 3'b101;
    localparam NOP = 32'h00000013;
    localparam HALT_OP = 7'b1111111;
endpackage
`timescale 1ns / 1ps
package structs;
    localparam word_width = 32;
    localparam reg_addr_width = 5;
    localparam instruction_width = 97;
    typedef struct packed {
        logic is_pred_branch;
        logic [word_width-1:0] inst_addr;
        logic [6:0] opcode;
        logic [2:0] funct3;
        logic [reg_addr_width-1:0] rd;
        logic [reg_addr_width-1:0] rs1;
        logic [reg_addr_width-1:0] rs2;
        logic [6:0] funct7;
        logic [word_width-1:0] imm;
    } instruction;
    typedef struct packed {
        logic zero;
        logic overflow;
        logic negative;
    } alu_signal;
endpackage
module fifo_memory #(
    parameter c_DEPTH = 8, c_WIDTH = 8
    )(
    input clk,
    input reset,
    input wren,
    input rden,
    input  [c_WIDTH-1:0] data_in,
    output [c_WIDTH-1:0] data_out, data_out_peek,
    output reg [7:0] size,
    output reg fifo_full,
    output reg fifo_empty,
    output reg fifo_overflow,
    output reg fifo_underflow
    );
    reg [c_WIDTH-1:0] memory [0:(1 << c_DEPTH)-1];
    reg [c_DEPTH-1:0]  wraddr = 0;
    reg [c_DEPTH-1:0]  rdaddr = 0;
    reg [c_WIDTH-1:0] r_Data_Out, r_data_out_peek;
    always @(posedge clk) begin
        size <= (wraddr - rdaddr);
        if (reset) begin
            wraddr <= 8'b0;
        end else if (wren) begin
            memory[wraddr] <= data_in;
            if ((!fifo_full) || (rden)) begin
                wraddr <= wraddr + 1'b1;
                fifo_overflow <= 1'b0;
            end
            else
                fifo_overflow <= 1'b1;
        end
    end
    always @(posedge clk) begin
        r_data_out_peek <= memory[rdaddr];
        if (reset) begin
            rdaddr <= 8'b0;
        end 
        else if (rden) begin
            r_Data_Out <= memory[rdaddr];
            if (!fifo_empty) begin
                rdaddr <= rdaddr + 1'b1;
                fifo_underflow <= 1'b0;
            end
else
                fifo_underflow <= 1'b1;
        end
    end
    assign data_out_peek = r_data_out_peek;
    assign data_out = r_Data_Out;
    wire	[c_DEPTH-1:0]	dblnext, nxtread;
    assign	dblnext = wraddr + 2;
    assign	nxtread = rdaddr + 1'b1;
    always @(posedge clk)
        if (reset)
        begin
            fifo_full <= 1'b0;
            fifo_empty <= 1'b1;
        end else casez({ wren, rden, !fifo_full, !fifo_empty })
        4'b01?1: begin	 
            fifo_full  <= 1'b0;
            fifo_empty <= (nxtread == wraddr);
        end
        4'b101?: begin	 
            fifo_full <= (dblnext == rdaddr);
            fifo_empty <= 1'b0;
        end
        4'b11?0: begin	 
            fifo_full  <= 1'b0;
            fifo_empty <= 1'b0;
        end
        4'b11?1: begin	 
            fifo_full  <= fifo_full;
            fifo_empty <= 1'b0;
        end
        default: begin end
        endcase
endmodule
</file>
<file path="design/flow/run.sh">
#!/bin/bash
# OpenROAD 26Q1-2900-gdf79404cd8, Yosys 0.63+post, stock flow scripts
make -C /OpenROAD-flow-scripts/flow DESIGN_CONFIG=/design/flow/config.mk WORK_HOME=/design/flow/orfs finish
</file>
==> notes.md <==
fresh numbers from the pnr run: post-DP HPWL=142000 um, Logic cell area=0.0181 sq mm, CTS Sinks=2092, Yosys Instances=3945, H-tree depth=4, post-route clock period utilization=24.2%, pwr dens=35.6 mW/mm^2, Final ANT Viol Nets=0, chip area=0.208 sq mm, FP Util=40.2%, Basic Gates by Area=3.45%, share of post-route cells with drive strength above 1=23.0%, Rows=166, drt via density=5.79, worst slew pin tran=0.912 ns, adder-cell share of the synthesized area=0.237%, DRC=0, fin util=45.3%, antenna violations before repair=13, RSZ-0062 raised after global routing=no, vias post-DR=40600, Mean Syn Cell Area=20.9 sq um, Worst Path Required=55.64 ns, synthesized cell area=0.0823 sq mm, Cells after Synth=3945, run status=completed, main flop type=edfxtp_1, TritonCTS clock tree=done, Setup violations, final=0, Clock Tree Root=clkbuf_16, Reg clk slew, reported paths=0.06 ns, Final Max Slew Viols=0, Layout Area Growth over Synthesis=12.6%, LEAKAGE=0.0283 uW, worst-path fanout max=20, die outline height=456 um, Multiplexer share=15.9%, Post-synth regs=2092, maximum clock path buffer count=3, Top logic family=multiplexers, first-pass GRT wire length=323000 um, XOR Share, Synth=0.351%, CTS hold repair buffers=0, grt ovf=0, Net Switching=700 uW, Core Region=0.205 sq mm, Seq pwr share=53.0%, WP data arrival=13.80 ns, Peak VDD IR=0.0311 mV, Clock Power Share=42.8%, drt first pass iters=6, EDFF count, synth=2058, Ports=40, Setup WS pre-CTS=41.04 ns, post_cts resized=0, largest net degree at the start of global routing=99, slew margin rel.=39.2%, setup TNS=0 ns, Storage cell area=0.0625 sq mm, Compound-Gate Fraction of Synth Area=2.11%, Chip Width=456 um, Log Warnings=30, clock skew=0.0721 ns, post-CTS repair timing setup buffer count=0, HP Class=register to register, Total Wirelength=226000 um, Placer Congestion=0.970, Hold WS=0.558 ns, distinct lib cells=73, Logic pwr share=4.3%, gr usage total=24.2%, Final Hold Fails=0, Worst setup EP type=register, Max-cap violations=0, Int Pwr=2600 uW, Yosys warning count=1, Critical Path Source Type=primary input, Iteration-0 DRC Markers=3122, IO buf count=39, average wire per standard cell=32.2 um, final worst setup slack=41.84 ns, Sw Ratio=21.2%, number of global-route vias before repair=45100, fillcell total=16700, register area share after synthesis=75.9%, chip area in the Yosys report=0.0823 sq mm, critical path class=primary input to register, total CTS buffers=202, Final min period=13.36 ns, clk latency of the worst-skew pair=0.87 ns, ys async rst share=0%, fmax=74.8 MHz
## through the flow
step	power, uW	cells	instance area, sq um
finish	3300	7007	92700
global route	3390	7001	92600
CTS	3330	6986	92600
detailed placement	1930	6604	85700
global placement	1930	6604	85700
floorplan	1860	3945	82300
## final timing paths
| kind | from | slack, ns | endpoint | depth (start not counted) |
|---|---|---|---|---|
| setup / recovery | reset | 41.84 | memory[113][5] | 7 |
| hold / removal | rdaddr[5] | 0.56 | rdaddr[5] | 2 |
| setup reg to reg | rdaddr[0] | 49.06 | r_Data_Out[1] | 11 |
| hold reg to reg | rdaddr[5] | 0.56 | rdaddr[5] | 2 |
## area by class of cell
type / count / share of cell area (%)
clock inverters: 152 / 1.81
clock buffers: 230 / 5.60
diodes: 21 / 0.0567
well taps: 2688 / 3.63
repair buffers: 202 / 1.83
multi-input cells: 1611 / 19.6
flip-flops and latches: 2092 / 67.4
inverters: 11 / 0.0513
## kinds of logic (layout without fill, tap and decap cells)
kind of cell,count (synthesis),count (layout)
flip-flops,2092,2092
AND/OR/NAND/NOR,667,667
multiplexers,647,647
AND-OR/OR-AND,249,249
buffers and inverters,242,595
XOR/XNOR,33,33
adder cells (fa/ha/maj),15,15
other,0,21
## flip-flops by register name, summed over array words and instances, names as in the netlist
register	count
memory	2048
r_Data_Out	8
r_data_out_peek	8
rdaddr	8
size	8
wraddr	8
fifo_empty	1
fifo_full	1
fifo_overflow	1
fifo_underflow	1
## critical path, stage by stage
cell             delay (ns)
clkdlybuf4s50_1        0.40
buf_4                  0.21
nor2b_2                0.14
buf_4                  0.27
nand3_1                0.64
buf_4                  0.49
nor2_1                 0.56
## synthesized netlist by cell type, drive strengths merged, types with 3 or more instances
| master | count | area [sq um] |
|---|---|---|
| nor2b | 19 | 119 |
| xor2 | 10 | 87.6 |
| dfxtp | 34 | 681 |
| mux4 | 515 | 11700 |
| xnor2 | 23 | 201 |
| inv | 10 | 37.5 |
| or3 | 4 | 25.0 |
| mux2i | 128 | 1280 |
| o221ai | 21 | 184 |
| nor3 | 31 | 155 |
| a2111oi | 5 | 56.3 |
| nand2 | 176 | 661 |
| nor2 | 332 | 1250 |
| buf | 158 | 1360 |
| a22o | 8 | 70.1 |
| a21oi | 50 | 250 |
| and3 | 15 | 95.1 |
| a311oi | 9 | 78.8 |
| o21ai | 28 | 140 |
| o22ai | 23 | 144 |
| clkbuf | 73 | 315 |
| a31oi | 14 | 87.6 |
| edfxtp | 2058 | 61800 |
| ha | 14 | 175 |
| nand2b | 9 | 56.3 |
| a211oi | 16 | 120 |
| and2b | 3 | 23.8 |
| a221oi | 8 | 70.1 |
| nor4 | 10 | 62.6 |
| o311ai | 4 | 35.0 |
| o31ai | 3 | 22.5 |
| mux2 | 4 | 45.0 |
| nand3 | 39 | 195 |
| and2 | 8 | 50.1 |
| nand4 | 11 | 68.8 |
| a22oi | 35 | 263 |
| o211ai | 6 | 45.0 |
## power groups by stage
stage         combinational [uW]  clock [uW]  sequential (uW)
finish                       141        1410             1750
global route                 150        1490             1750
CTS                          143        1440             1750
## layout by cell type, fill, tap and decap left out, drive strengths merged, types with 5 or more instances in the layout
cell type      Yosys  final
mux4             515    515
mux2i            128    128
a21oi             50     50
and3              15     15
clkdlybuf4s50      0     31
a22oi             35     35
nand2            176    176
o221ai            21     21
nor3              31     31
diode              0     21
ha                14     14
o211ai             6      6
inv               10     21
edfxtp          2058   2058
bufinv             0     25
a211oi            16     16
dfxtp             34     34
a22o               8      8
xor2              10     10
nand3             39     39
clkbuf            73    238
a311oi             9      9
a2111oi            5      5
a31oi             14     14
clkinvlp           0     10
nand2b             9      9
o22ai             23     23
nor2b             19     19
xnor2             23     23
nor2             332    332
nor4              10     10
a221oi             8      8
o21ai             28     28
nand4             11     11
and2               8      8
clkinv             1    107
buf              158    163
## metal layers
layer,wire [um],global-route usage (%),up-vias
li1,-,-,16700
met1,71700,28.7,20500
met2,103000,34.1,2943
met3,39100,18.6,443
met4,11400,9.01,10
met5,254,1.15,-
Power figures rest on the tool's default switching activity, not on a simulated workload.
