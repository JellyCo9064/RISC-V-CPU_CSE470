<file path="/design/flow/design.v">
`timescale 1ns / 1ps
package opcodes;
    localparam LUI_OP    = 7'b0110111;
    localparam AUIPC_OP  = 7'b0010111;
    localparam JAL_OP    = 7'b1101111;
    localparam JALR_OP   = 7'b1100111;
    localparam BRANCH_OP = 7'b1100011;
    localparam LOAD_OP   = 7'b0000011;
    localparam STORE_OP  = 7'b0100011;
    localparam IRI_OP    = 7'b0010011;
    localparam IRR_OP    = 7'b0110011;
    localparam BEQ = 3'b000;
    localparam BNE = 3'b001;
    localparam BLT = 3'b100;
    localparam BGE = 3'b101;
    localparam BLTU = 3'b110;
    localparam BGEU = 3'b111;
    localparam LS_BYTE = 3'b000;
    localparam LS_HALF = 3'b001;
    localparam LS_WORD = 3'b010;
    localparam LS_UBYTE = 3'b100;
    localparam LS_UHALF = 3'b101;
    localparam NOP = 32'h00000013;
    localparam HALT_OP = 7'b1111111;
endpackage
`timescale 1ns / 1ps
package structs;
    localparam word_width = 32;
    localparam reg_addr_width = 5;
    localparam instruction_width = 97;
    typedef struct packed {
        logic is_pred_branch;
        logic [word_width-1:0] inst_addr;
        logic [6:0] opcode;
        logic [2:0] funct3;
        logic [reg_addr_width-1:0] rd;
        logic [reg_addr_width-1:0] rs1;
        logic [reg_addr_width-1:0] rs2;
        logic [6:0] funct7;
        logic [word_width-1:0] imm;
    } instruction;
    typedef struct packed {
        logic zero;
        logic overflow;
        logic negative;
    } alu_signal;
endpackage
import structs::*;
module dependency_ctrl #(
        parameter word_width = 32, reg_addr_width = 5
    )(
        output logic [word_width-1:0] rs1, rs2
        ,output logic exec_stall, save_mw_reg_rs1, save_mw_reg_rs2
        ,input logic [word_width-1:0] em_reg_result_data, de_reg_rs1_data, de_reg_rs2_data, reg_wr_data
        ,input logic [reg_addr_width-1:0] em_reg_result_tag, de_reg_rs1_tag, de_reg_rs2_tag, reg_wr_data_tag
        ,input logic inst_valid, em_reg_result_valid, de_reg_rs1_valid, de_reg_rs2_valid, reg_wr_data_valid
        ,input logic mem_load
    );
    logic mem_has_rs1, wb_has_rs1, mem_has_rs2, wb_has_rs2;
    assign mem_has_rs1 = em_reg_result_valid && de_reg_rs1_valid && em_reg_result_tag == de_reg_rs1_tag && em_reg_result_tag != '0;
    assign wb_has_rs1 = reg_wr_data_valid && de_reg_rs1_valid && reg_wr_data_tag == de_reg_rs1_tag && reg_wr_data_tag != '0;
    assign mem_has_rs2 = em_reg_result_valid && de_reg_rs2_valid && em_reg_result_tag == de_reg_rs2_tag && em_reg_result_tag != '0;
    assign wb_has_rs2 = reg_wr_data_valid && de_reg_rs2_valid && reg_wr_data_tag == de_reg_rs2_tag && reg_wr_data_tag != '0;
    always_comb begin
        rs1 = de_reg_rs1_data;
        rs2 = de_reg_rs2_data;
        exec_stall = '0;
        save_mw_reg_rs1 = '0;
        save_mw_reg_rs2 = '0;
        if (inst_valid) begin
            if (mem_has_rs1) begin
                if (mem_load) begin
                    exec_stall = '1;
                end else begin
                    rs1 = em_reg_result_data;
                end
            end
            if (mem_has_rs2) begin
                if (mem_load) begin
                    exec_stall = '1;
                end else begin
                    rs2 = em_reg_result_data;
                end
            end
            if (wb_has_rs1 & ~mem_has_rs1) begin
                if (exec_stall) begin
                    save_mw_reg_rs1 = '1;
                end else begin
                    rs1 = reg_wr_data;
                end
            end
            if (wb_has_rs2 & ~mem_has_rs2) begin
                if (exec_stall) begin
                    save_mw_reg_rs2 = '1;
                end else begin
                    rs2 = reg_wr_data;
                end
            end
        end
    end
endmodule   
</file>
<file path="/design/flow/run.sh">
#!/bin/bash
# OpenROAD 26Q1-2900-gdf79404cd8, Yosys 0.63+post, stock flow scripts
make -C /OpenROAD-flow-scripts/flow DESIGN_CONFIG=/design/flow/config.mk WORK_HOME=/design/flow/orfs finish
</file>
<file path="/design/flow/config.mk">
export PLATFORM = sky130hd
export DESIGN_NAME = dependency_ctrl
export DESIGN_NICKNAME = dependency_ctrl
export VERILOG_FILES = /design/flow/design.v
export SDC_FILE = /design/flow/constraint.sdc
export NUM_CORES = 4
export LEC_CHECK = 1
export CORE_AREA = 10 10 143 143
export DIE_AREA = 0 0 153 153
</file>
<file path="/design/flow/constraint.sdc">
current_design dependency_ctrl

set clk_period 14.3
set clk_io_pct 0.2

create_clock -name clk0 -period $clk_period

set non_clock_inputs [all_inputs -no_clocks]
set_input_delay [expr $clk_period * $clk_io_pct] -clock clk0 $non_clock_inputs
set_output_delay [expr $clk_period * $clk_io_pct] -clock clk0 [all_outputs]
</file>
==> results.cfg <==
; implementation run metrics
[placed_design]
postPlaceCellArea_mm2 = 0.00423
placement.io_buffers = 221
place_hpwl_um = 12000
gp_congestion = 0.902

[power]
p_total_uw = 98.5
p_seq_share_pct = 0
peakVddDrop_v = 0.0000124
p_sw_uw = 33.1
p_per_area_mw_per_mm2 = 23.3
p_comb_share_pct = 100.0
total_leakage_power_uw = 0.00135
internal_power_uw = 65.4
clockPowerShare_pct = 0
swShare_pct = 33.6

[drt]
drtPass1Iterations = 4
routedWlPerCell_um = 20.7
via_count = 3283
avgViaCountPerCell = 4.62
wirelength_um = 14700
drt_iter0_drc = 139
drcViolationCount = 0
drt.antenna.violating_nets = 0
antennaDiodeCount = 0

[final_layout]
regArea_um2 = 0
clock_buffer_count = 0
drive_gt1_share_pct = 6.39
flop-count = 0
stdcell_area_mm2 = 0.00423
area_delta_synth_final_pct = 132

[worst_setup_path]
cp-start-kind = input port
path_depth = 9
endpoint = rs1[9]
required_ns = 11.44
crit_arrival_ns = 6.11
crit_path_start = reg_wr_data_tag[3]
critPathMaxFanout = 17
critPathMaxStageDelay_ns = 0.87
crit_slowest_cell = a211oi_4
worst-path-buf-inv = 3
end_kind = output port
crit_path_frequent_cell = clkdlybuf4s50_1
cp_cell_sequence = clkdlybuf4s50_1, xor2_1, nor3_1, o2111ai_1, a211oi_4, buf_4, o22ai_1, nor2_1, clkdlybuf4s50_1
crit_family = buffers and inverters
crit_type = input port to output port

[synth]
synth_area_per_cell_um2 = 6.34
netlist_instances = 288
syn-cell-area_mm2 = 0.00183
ys_seq_share_pct = 0
yosys.cell_types.count = 36
ys_warn_count = 1
yosysCellCount = 288
ys_area_mm2 = 0.00183

[grt]
use_met3_pct = 3.30
grt_pass1_vias = 3419
overflow = 0
busiest_layer = met2
grtUsageMet2_pct = 20.7
grt_max_degree = 38
globalRouteMet1Util_pct = 14.8
grt_pass1_wl_um = 22200
antenna_found_initial = 0
grt_usage_pct = 11.9

[outcome]
outcome = complete, no violations

[floorplanning]
dieArea_mm2 = 0.0234
ios = 221
core_mm2 = 0.0173
fp_util_pct = 10.6
die-width_um = 153
die_y_um = 153
fp-row-count = 48

[final_timing]
setup-tns-final_ns = 0
drv_slew = 0
rsz0062_at_grt = false
tightest_slew_ns = 0.968
fmax_ghz = 0.111
setup_violations = 0
finalHoldViolations = 0
period_used_pct = 62.7
final.min_clock_period_ns = 8.97
relSlewSlack_pct = 35.3

[clock_tree]
hold_buffers = 0
ctsResizeCount = 0
postCtsSetupBuffers = 0

[min_path]
hold_path_class = input port to output port

[job]
warning_count = 32
drv_cap = 0
## synthesized netlist by cell type, drive strengths merged, types with 2 or more instances
master  number  area [um2]
xnor2        7        61.3
nand4        3        18.8
o22ai       50         313
nand3        4        20.0
o32ai       44         460
a211oi       3        40.0
clkbuf      11        41.3
nor4         2        18.8
xor2         9        78.8
a21oi       32         160
or2          2        12.5
and3         5        36.3
nor3        25         130
o21ai        3        15.0
buf         23         135
nor2        49         184
nand2        5        18.8
and4         2        17.5
and2         2        12.5
## stage by stage
stage	cells	util, %	hold WS [ns]	worst slack [ns]
after floorplan	288	-	5.78	7.26
after global placement	710	24.5	6.66	5.36
after detailed placement	710	24.5	6.66	5.35
after CTS	710	24.5	6.66	5.32
after global routing	710	24.5	6.70	5.06
final	710	24.5	6.66	5.33
## routing by layer
| metal | up-vias | share of wire (%) |
|---|---|---|
| met1 | 1536 | 41 |
| li1 | 1570 | - |
| met4 | 0 | 0.97 |
| met2 | 171 | 49 |
| met5 | - | 0 |
| met3 | 6 | 8.9 |
## worst min path at each step
stage	from	end	slack, ns	cells after the start
4_1_cts	de_reg_rs1_data[1]	rs1[1]	6.66	4
5_1_grt	de_reg_rs1_data[4]	rs1[4]	6.70	4
6_report	de_reg_rs1_data[1]	rs1[1]	6.66	4
## cell usage in the layout, fill, tap and decap left out, drive strengths merged
| master | instances |
|---|---|
| clkdlybuf4s50 | 220 |
| o2111ai | 1 |
| xor2 | 9 |
| o21ai | 3 |
| nor3 | 25 |
| or3 | 1 |
| nor4 | 2 |
| a211oi | 3 |
| a21oi | 32 |
| buf | 11 |
| nand3 | 4 |
| xnor2 | 7 |
| nand4 | 3 |
| o22ai | 50 |
| nand4bb | 1 |
| and3 | 5 |
| nand2b | 1 |
| nand2 | 5 |
| and2 | 2 |
| inv | 1 |
| o32ai | 44 |
| or2 | 2 |
| and4 | 2 |
| nor2 | 49 |
| nand3b | 1 |
| o21a | 1 |
## cells by family after synthesis
logic type,Yosys count,synth area share [%]
buffers and inverters,35,9.87
AND/OR/NAND/NOR,103,27.4
XOR/XNOR,16,7.68
AND-OR/OR-AND,134,55.0
## power by group through the flow
stage	Sequential (uW)	Combinational, uW	Clock, uW
global route	0	106	0
finish	0	98.5	0
CTS	0	99.6	0
## area by class of cell
| cell class | count | area, um2 |
|---|---|---|
| fillers | 1908 | 13100 |
| well taps | 225 | 282 |
| multi-input cells | 253 | 1660 |
| inverters | 1 | 3.75 |
| repair buffers | 231 | 2280 |
Power and IR drop assume default switching activity.
